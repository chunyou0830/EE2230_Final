File: flow/run.sh
#!/bin/bash
# OpenROAD 26Q1-2900-gdf79404cd8, Yosys 0.63+post, stock flow scripts
make -C /OpenROAD-flow-scripts/flow DESIGN_CONFIG=/design/flow/config.mk WORK_HOME=/design/flow/orfs finish
File: flow/config.mk
export PLATFORM = sky130hd
export DESIGN_NAME = clock_generator
export DESIGN_NICKNAME = clock_generator
export VERILOG_FILES = /design/flow/design.v
export SDC_FILE = /design/flow/constraint.sdc
export NUM_CORES = 4
export LEC_CHECK = 1
export CORE_UTILIZATION = 40
File: flow/constraint.sdc
current_design clock_generator

set clk_period 4.2
set clk_io_pct 0.2

create_clock -name clk0 -period $clk_period [get_ports {clk}]

set non_clock_inputs [all_inputs -no_clocks]
set_input_delay [expr $clk_period * $clk_io_pct] -clock clk0 $non_clock_inputs
set_output_delay [expr $clk_period * $clk_io_pct] -clock clk0 [all_outputs]
File: flow/design.v
`timescale 1ns / 1ps
`timescale 1ns / 1ps
module clock_generator(
	clk,
	rst,
	clk_1,
	clk_100
);
input clk;
input rst;
output reg clk_1;
output reg clk_100;
reg [25-1:0] count_20M, count_20M_next;
reg [18-1:0] count_200K, count_200K_next;
reg clk_1_next;
reg clk_100_next;
always @*
	if (count_20M == 20_000_000-1)
	begin
		count_20M_next = 25'd0;
		clk_1_next = ~clk_1;
	end
	else
	begin
		count_20M_next = count_20M + 1'b1;
		clk_1_next = clk_1;
	end
always @(posedge clk or posedge rst)
	if (rst)
	begin
		count_20M <=25'b0;
		clk_1 <=1'b0;
	end
	else
	begin
		count_20M <= count_20M_next;
		clk_1 <= clk_1_next;
	end
always @*
	if (count_200K == 200_000-1)
	begin
		count_200K_next = 18'd0;
		clk_100_next = ~clk_100;
	end
	else
	begin
		count_200K_next = count_200K + 1'b1;
		clk_100_next = clk_100;
	end
always @(posedge clk or posedge rst)
	if (rst)
	begin
		count_200K <=18'b0;
		clk_100 <=1'b0;
	end
	else
	begin
		count_200K <= count_200K_next;
		clk_100 <= clk_100_next;
	end
endmodule
==> Table 3: Implementation characteristics <==
Table: implementation figures

Parameter                              Value

Yosys
  Post-synth cell types .................. 36
  Total standard cell area after synthesis .................. 2170 µm²
  Main flop type .................. sky130_fd_sc_hd__dfrtp_1
  Cell type contributing the most total cell area after synthesis .................. sky130_fd_sc_hd__dfrtp_1
  Register bit total from synthesis .................. 45
  Flip-flops with a built-in enable .................. 0
  Fraction of registers with async set or reset after synthesis .................. about 100%
  Count of synthesis-stage warnings from yosys .................. 1
  Share of the synthesized area in the top cell type .................. about half
  Average cell area after synthesis .................. 10.8 µm²
  Ys cells .................. 201
  Yosys stat chip area .................. around 2200 µm²
  Top cells by area .................. sky130_fd_sc_hd__dfrtp_1 52%, sky130_fd_sc_hd__xnor2_1 7.7%, sky130_fd_sc_hd__xor2_1 5.7%
  Cell count after synthesis .................. 201
  Share of the yosys chip area belonging to registers .................. 52.0%

Clock network
  Number of CTS-inserted buffers .................. 5
  Clock tree from TritonCTS .................. yes
  Post_cts resized .................. 0
  Clk sinks .................. 45
  Number of buffers added to fix hold violations after cts .................. 0
  Post-CTS Repair Setup Buffers .................. 0
  H-Tree Level Count .................. 2
  Clock slew seen by the registers of the worst setup and hold paths .................. 0.08 ns
  Root buffer selected by CTS .................. sky130_fd_sc_hd__clkbuf_8
  Skew-Pair Late Insertion Delay .................. 0.29 ns
  Maximum clock insertion buffer count .................. 2

Placed design
  Cells after DPL .................. 274
  HPWL after detailed placement .................. between 2 and 2.5 mm
  Port-buffer cells .................. 3
  Placer congestion estimate .................. 0.847

Worst setup path
  Maximum fanout along the worst path .................. 2
  Library cell contributing the largest single delay on the critical path .................. sky130_fd_sc_hd__clkdlybuf4s50_1
  Largest incremental delay on the critical path .................. 0.46 ns
  Startpoint Class .................. flip-flop
  Required time reported for the critical path endpoint .................. 3.36 ns
  Critical Path, Cell by Cell .................. clkdlybuf4s50_1
  Kind of cell with the highest combined delay on the critical path .................. buffers and inverters
  Arr. time, crit path .................. 1.12 ns
  Critical path start-end classification .................. reg2out
  Critical path endpoint category .................. output pin
  CP bufs+invs .................. 1

Cells and area
  Share of cells above drive strength 1 .................. 9.43%
  Area added between synthesis and finish .................. 10.6%
  Post-Layout Cell Count .................. between 200 and 300
  Fill count .................. between 400 and 500

Power and ir drop
  Peak VDD IR .................. 0.207 mV
  Power per Cell Area .................. 323 nW/µm²
  Static leakage .................. between 1 and 1.5 nW

Floorplan
  Core region area .................. 5170 µm²
  Die W .................. 75.6 µm
  Initial core utilization .................. between 40% and 50%
  Number of top-level design ports .................. 4
  Number of rows created at floorplan .................. 26
  Area of the die .................. 5720 µm²
  Vert. Die Dim .................. 75.6 µm

Detailed routing
  Violation count after the first detailed-routing iteration .................. 130
  Aggregate routed wire length .................. 3.55 mm
  Highest metal layer with signal wires .................. met4
  Post-detailed-route wirelength per cell .................. 12.6 µm
  Detail Route met3 WL .................. 78 µm
  Number of design rule violations left after detail routing .................. 0
  Ant. Diodes .................. 0
  Via count of the routed design .................. about 1400
  Average via count per standard cell .................. 5.08
  Routed metal-1 wire length .................. 1.73 mm
  Iteration tally of the first detailed-router pass .................. 4
  Routed Antenna Nets .................. 0
  Met2 WL post-DR .................. roughly 1.7 mm

Final timing
  Fin Setup TNS .................. 0 ns
  Final period demand of the worst path .................. 1.96 ns
  Number of setup violations in the final report .................. 0
  Post-route fraction of the period consumed by the critical path .................. a little under half
  Worst slew slack as a fraction of its limit .................. 58.3%
  Transition time at the pin with the least slew margin .................. just over 0.6 ns
  Tightest hold margin .................. 0.465 ns
  Hold Vio Cnt, Final .................. 0
  Highest clock frequency the design can meet .................. 509 MHz
  Unrepaired setup endpoints after global routing .................. false
  Total count of max-transition violations in the final report .................. 0
  Worst Clk Skew .................. 0.00918 ns

Flow run
  Maximum capacitance violations .................. 0
  OpenROAD warnings .................. 25

Global routing
  Number of global-route vias before repair .................. roughly 1400
  Largest net degree at the start of global routing .................. roughly 46
  Initial antenna violation count .................. 0
  First-pass GRT wire length .................. 6.07 mm
  Global-route total usage across every layer .................. 14.4%
  Aggregate global routing overflow .................. 0

Status
  Result of the run .................. finished, final reports clean

Worst hold path
  Hold Path Class .................. reg2reg
routing by layer:
layer  vias to the layer above  GRT usage, %
met2                         8          23.4
li1                        733             -
met4                         0          1.85
met3                         4          2.95
met1                       688          21.5
met5                         -             0
placed cells by master, fill, tap and decap left out, types with 4 or more instances in the layout:
cell type and n:
sky130_fd_sc_hd__o21ai_0 5, sky130_fd_sc_hd__nor2_1 18, sky130_fd_sc_hd__nand2_1 13, sky130_fd_sc_hd__xor2_1 14, sky130_fd_sc_hd__inv_1 7, sky130_fd_sc_hd__dfrtp_1 45
sky130_fd_sc_hd__or3_1 4, sky130_fd_sc_hd__and4_1 8, sky130_fd_sc_hd__nand4_1 13, sky130_fd_sc_hd__nor3_1 4, sky130_fd_sc_hd__clkbuf_8 6, sky130_fd_sc_hd__nand3_1 13
sky130_fd_sc_hd__xnor2_1 19
final timing paths:
| check | start | end | slack, ns | cells after the start |
|---|---|---|---|---|
| max in group asynchronous | rst | count_20M[13] | 2.82 | 3 |
| worst max register to register | count_20M[0] | count_20M[10] | 2.36 | 6 |
| min in group asynchronous | rst | clk_100 | 0.99 | 3 |
| worst max-delay path | clk_100 | clk_100 | 2.24 | 1 |
| worst min-delay path | clk_1 | clk_1 | 0.47 | 1 |
| worst min register to register | clk_1 | clk_1 | 0.47 | 1 |
area by class of cell:
class / count / area, µm² / share of cell area (%)
multi-input cells: 146 / 992 / 41.4
clock buffers: 7 / 86.3 / 3.60
repair buffers: 5 / 45.0 / 1.88
well taps: 70 / 87.6 / 3.65
clock inverters: 1 / 30.0 / 1.25
flip-flops and latches: 45 / 1130 / 47.0
inverters: 8 / 30.0 / 1.25
per-stage QoR:
step | setup WS [ns] | utilization [%] | power, mW | instance area (µm²)
floorplan | 2.30 | - | 0.448 | 2170
global placement | 2.33 | 44.1 | 0.452 | 2280
detailed placement | 2.35 | 44.1 | 0.452 | 2280
CTS | 2.22 | 46.3 | 0.789 | 2400
finish | 2.24 | 46.3 | 0.774 | 2400
global route | 2.16 | 46.3 | 0.809 | 2400
power breakdown:
group          switching [mW]  total, mW  internal [mW]  leakage [nW]
Sequential                  0      0.433          0.433         0.609
Clock                   0.138      0.332          0.194        0.0585
Combinational         0.00816    0.00968        0.00152         0.356
kinds of logic (layout without fill, tap and decap cells):
| family | after synthesis | in the layout | share of synthesized area, % |
|---|---|---|---|
| buf+inv | 10 | 21 | 2.25 |
| simple gates | 95 | 95 | 26.3 |
| flops | 45 | 45 | 52.0 |
| mux | 2 | 2 | 0.924 |
| compound gates | 14 | 14 | 4.04 |
| xor+xnor | 33 | 33 | 13.3 |
| fa+ha+maj | 2 | 2 | 1.15 |
synth_stat cells (2+ instances only):
master,count
sky130_fd_sc_hd__nand2_1,13
sky130_fd_sc_hd__and2_1,3
sky130_fd_sc_hd__nor2b_1,2
sky130_fd_sc_hd__o21ai_0,5
sky130_fd_sc_hd__and3_1,2
sky130_fd_sc_hd__o31ai_1,2
sky130_fd_sc_hd__nand3_1,13
sky130_fd_sc_hd__a21oi_1,3
sky130_fd_sc_hd__dfrtp_1,45
sky130_fd_sc_hd__inv_1,8
sky130_fd_sc_hd__nor2_1,18
sky130_fd_sc_hd__nor3_1,4
sky130_fd_sc_hd__and4_1,8
sky130_fd_sc_hd__xor2_1,14
sky130_fd_sc_hd__nand4_1,13
sky130_fd_sc_hd__or3_1,4
sky130_fd_sc_hd__mux2i_1,2
sky130_fd_sc_hd__ha_1,2
sky130_fd_sc_hd__xnor2_1,19
sky130_fd_sc_hd__nor4_1,3
sky130_fd_sc_hd__nor4b_1,3
worst reg2reg max path: stages (launching register included):
cell and delay [ns]:
sky130_fd_sc_hd__dfrtp_1 0.38, sky130_fd_sc_hd__ha_1 0.21, sky130_fd_sc_hd__and2_1 0.19, sky130_fd_sc_hd__nand3_1 0.23
sky130_fd_sc_hd__nor3_1 0.42, sky130_fd_sc_hd__buf_4 0.25, sky130_fd_sc_hd__nor2_1 0.06
state kept, by name, summed over array words and instances (netlist names):
register / count
clk_100: 1
clk_1: 1
count_20M: 25
count_200K: 18
No activity file was given, so power comes from the tool's default toggle rates.
